`design/flow/design.v`:
```
module RingBuffer(
  input        clk,
  input        rst,
  input        wr_enable,
  output       wr_full,
  input  [7:0] wr_data,
  input        wr_data_valid,
  input        rd_enable,
  output       rd_empty,
  output [7:0] rd_data,
  output       rd_data_valid
);
  reg [1:0] read_ptr;  
  wire [2:0] decrement_value = 3'h4 - 3'h1;  
  wire [2:0] read_ptr_ext = {{1'd0}, read_ptr};
  wire [1:0] read_ptr_next = read_ptr_ext == decrement_value ? 2'h0 : read_ptr + 2'h1;
  reg [1:0] buffer_state;  
  wire  is_idle = buffer_state == 2'h0;
  wire  has_data_to_read = buffer_state == 2'h2 & rd_enable;
  wire  read_increment = buffer_state == 2'h0 ? 1'h0 : (buffer_state == 2'h1 ? rd_enable : has_data_to_read);
  reg [1:0] write_ptr;  
  wire [2:0] write_ptr_ext = {{1'd0}, write_ptr};
  wire [1:0] write_ptr_next = write_ptr_ext == decrement_value ? 2'h0 : write_ptr + 2'h1;
  wire  write_condition = wr_enable & wr_data_valid;
  wire  write_increment = buffer_state == 2'h0 ? write_condition : (buffer_state == 2'h1 ? write_condition : buffer_state == 2'h2 ? write_condition : 1'b0);
  reg [7:0] buffer_0;  
  reg [7:0] buffer_1;
  reg [7:0] buffer_2;
  reg [7:0] buffer_3;
  wire [7:0] write_buffer_0 = 2'h0 == write_ptr ? wr_data : buffer_0;
  wire [7:0] write_buffer_1 = 2'h1 == write_ptr ? wr_data : buffer_1;
  wire [7:0] write_buffer_2 = 2'h2 == write_ptr ? wr_data : buffer_2;
  wire [7:0] write_buffer_3 = 2'h3 == write_ptr ? wr_data : buffer_3;
  wire [7:0] updated_buffer_0 = wr_enable & wr_data_valid ? write_buffer_0 : buffer_0;
  wire [7:0] updated_buffer_1 = wr_enable & wr_data_valid ? write_buffer_1 : buffer_1;
  wire [7:0] updated_buffer_2 = wr_enable & wr_data_valid ? write_buffer_2 : buffer_2;
  wire [7:0] updated_buffer_3 = wr_enable & wr_data_valid ? write_buffer_3 : buffer_3;
  wire [1:0] state_after_write = read_ptr == write_ptr_next ? 2'h2 : buffer_state;
  wire [1:0] state_after_read = rd_enable ? 2'h1 : state_after_write;
  wire [1:0] next_state = (read_ptr == write_ptr) ? 2'h0 : (write_condition ? state_after_write : state_after_read);
  wire [7:0] read_data_temp = (2'h1 == read_ptr) ? buffer_1 : (2'h2 == read_ptr ? buffer_2 : (2'h3 == read_ptr ? buffer_3 : buffer_0));
  assign wr_full = buffer_state == 2'h2;
  assign rd_empty = buffer_state == 2'h0;
  assign rd_data = read_data_temp;
  assign rd_data_valid = is_idle ? 1'h0 : 1'h1;
  always @(posedge clk) begin
    if (rst) begin
      read_ptr <= 2'h0;
    end else if (read_increment) begin
      read_ptr <= (read_ptr_ext == decrement_value) ? 2'h0 : read_ptr + 2'h1;
    end
    if (rst) begin
      buffer_state <= 2'h0;
    end else case (buffer_state)
      2'h0: if (wr_enable & wr_data_valid) buffer_state <= 2'h1;
      2'h1: buffer_state <= rd_enable ? next_state : state_after_write;
      2'h2: buffer_state <= rd_enable ? 2'h1 : state_after_read;
    endcase
    if (rst) begin
      write_ptr <= 2'h0;
    end else if (write_increment) begin
      write_ptr <= (write_ptr_ext == decrement_value) ? 2'h0 : write_ptr + 2'h1;
    end
    if (buffer_state == 2'h0 || buffer_state == 2'h1) begin
      buffer_0 <= updated_buffer_0;
      buffer_1 <= updated_buffer_1;
      buffer_2 <= updated_buffer_2;
      buffer_3 <= updated_buffer_3;
    end
  end
endmodule
```
`design/flow/run.sh`:
```
#!/bin/bash
# OpenROAD 26Q1-2900-gdf79404cd8, Yosys 0.63+post, stock flow scripts
make -C /OpenROAD-flow-scripts/flow DESIGN_CONFIG=/design/flow/config.mk WORK_HOME=/design/flow/orfs finish
```
`design/flow/config.mk`:
```
export PLATFORM = sky130hd
export DESIGN_NAME = RingBuffer
export DESIGN_NICKNAME = RingBuffer
export VERILOG_FILES = /design/flow/design.v
export SDC_FILE = /design/flow/constraint.sdc
export NUM_CORES = 4
export LEC_CHECK = 1
export CORE_UTILIZATION = 40
```
`design/flow/constraint.sdc`:
```
current_design RingBuffer

set clk_period 2.6
set clk_io_pct 0.2

create_clock -name clk0 -period $clk_period [get_ports {clk}]

set non_clock_inputs [all_inputs -no_clocks]
set_input_delay [expr $clk_period * $clk_io_pct] -clock clk0 $non_clock_inputs
set_output_delay [expr $clk_period * $clk_io_pct] -clock clk0 [all_outputs]
```
==> impl_metrics.json <==
{
  "status": "finished clean",
  "postSynthSeqShare_pct": 64.5,
  "io_buffers": 23,
  "initialDrtViolationCount": 27,
  "power_density_mw_per_mm2": 568,
  "ys_area_mm2": 0.00171,
  "area_growth_pct": 21.9,
  "critPathCapture": "rd_data[1]",
  "arrival_ns": 1.93,
  "fin_hold_ws_ns": 0.527,
  "yosysUniqueCellTypes": 28,
  "drive_gt1_share_pct": 10.4,
  "rsz0062_at_grt": "no",
  "io_pins": 24,
  "clkTransAtPathRegs_ns": 0.07,
  "h-tree-depth": 2,
  "startpoint": "read_ptr[1]$_SDFFE_PP0P_",
  "seq_area_mm2": 0.00111,
  "fin_util_pct": 51.3,
  "initCoreUtil_pct": 42.1,
  "n_fill_cell": 327,
  "setup_viol": 0,
  "ys_ff": 39,
  "root_buffer": "clkbuf_8",
  "clock.fmax_mhz": 409,
  "syn_avg_cell_area_um2": 12.5,
  "ant_nets": 0,
  "r2r_end": "buffer_1[1]$_DFFE_PP_",
  "hp-class": "reg -> reg",
  "vdd_drop_max_mv": 0.354,
  "period_used_pct": 94.0,
  "synth_stat.cells": 137,
  "dp_hpwl_mm": 1.99,
  "r2r_setup_slack_ns": 1.11,
  "worst_setup_path_end_kind": "output port",
  "reg2reg_from": "buffer_state[0]$_DFF_P_",
  "p_leak_nw": 0.704,
  "yosys_warnings": 1,
  "gp_congestion": 0.798,
  "n_antenna_cell": 0,
  "min_period_ns": 2.45,
  "place_area_mm2": 0.00198,
  "viasPerCell": 4.90,
  "dieArea_mm2": 0.00454,
  "warnings": 30,
  "holdBufCountCts": 0,
  "synthCells": 137,
  "final_area_mm2": 0.00208,
  "die_w_um": 67.3,
  "grt_max_degree": 17,
  "antenna_found_initial": 0,
  "clock_sinks": 39,
  "wl_per_cell_um": 13.1,
  "die_h_um": 67.3,
  "cts_tree": "built",
  "dr_total_vias": 1049,
  "track_usage_pct": 14.6,
  "clockBufferDepth": 2,
  "finalSetupTns_ns": 0,
  "worstPathMaxFanout": 8,
  "path_class": "reg -> out",
  "hold_viol": 0,
  "overflow": 0,
  "reg2reg_depth": 3,
  "cap_violations": 0,
  "logic_area_um2": 564,
  "grt_pass1_vias": 1051,
  "core_area_mm2": 0.00406,
  "cts-buffers-inserted": 5,
  "clock_skew_ns": 0.00301,
  "drcViolationCount": 0,
  "relSlewSlack_pct": 67.7,
  "worstSkewPairLatency_ns": 0.28,
  "netlist_area_mm2": 0.00171,
  "drv_slew": 0,
  "drt_wl_total_mm": 2.80,
  "start_kind": "flip-flop",
  "grt_first_pass_wirelength_mm": 4.55,
  "rows": 23,
  "worst_pin_slew_ns": 0.484,
  "crit_required_ns": 2.08,
  "power.total_mw": 1.18,
  "first_pass_iters": 4
}
[state kept, by name, indices dropped and copies added (netlist names)]
name / cells
buffer_0: 8
buffer_state: 3
buffer_2: 8
buffer_1: 8
read_ptr: 2
write_ptr: 2
buffer_3: 8
[what timing repair did]
item	CTS	global route
buffers inserted	0	0
setup endpoints to repair	8	8
gates resized	2	4
[metal layers]
layer	part of all wire, %	GRT usage (%)	vias to the layer above
met4	1.4	2.39	0
met1	46	22.1	481
met2	47	22.0	26
met5	0	0	-
met3	5.7	5.48	4
li1	-	-	538
[cell usage in the layout, fill, tap and decap left out, types with 2 or more instances in the layout]
cell type / netlist / final
inv_1: 5 / 5
edfxtp_1: 32 / 32
o21ai_1: 9 / 9
ha_1: 7 / 5
clkbuf_8: 0 / 5
mux2i_1: 11 / 11
clkdlybuf4s50_1: 0 / 23
ha_2: 0 / 2
nor2_1: 16 / 16
xnor2_1: 4 / 4
a21oi_1: 11 / 11
dfxtp_1: 7 / 5
nand2_1: 11 / 11
a21o_1: 2 / 2
and2_1: 5 / 5
[how the worst min path moves through the flow]
stage / from / depth (start not counted) / endpoint / slack [ns]
5_1_grt: buffer_state[2]$_DFF_P_ / 2 / buffer_state[0]$_DFF_P_ / 0.56
6_report: buffer_state[2]$_DFF_P_ / 2 / buffer_state[0]$_DFF_P_ / 0.53
4_1_cts: buffer_state[2]$_DFF_P_ / 2 / buffer_state[0]$_DFF_P_ / 0.52
[cell type report]
| class | instances | area share (%) |
|---|---|---|
| Sequential cell | 39 | 53.1 |
| Multi-Input combinational cell | 87 | 27.1 |
| Timing Repair Buffer | 24 | 11.6 |
| Clock buffer | 6 | 3.49 |
| Tap cell | 50 | 3.00 |
| Inverter | 6 | 1.08 |
| Clock inverter | 2 | 0.601 |
[cell families after synthesis]
kind of cell               count (synthesis)  synth area share (%)
AOI/OAI and AO/OA                         28                  9.23
xor gates and xnor gates                   4                  2.05
adders and majority gates                  7                  5.13
buffers and inverters                     11                  2.78
DFF                                       39                  64.5
muxes                                     11                  6.45
and+or+nand+nor                           37                  9.89
[critical path, stage by stage (launching register included)]
cell and delay, ns:
dfxtp_2 0.39, ha_1 0.20, buf_6 0.17, mux2i_1 0.19, nor2_1 0.05, a21oi_1 0.14
o21ai_1 0.08, clkdlybuf4s50_1 0.41
[Yosys cell counts, drive strengths merged]
master   n  area share (%)
inv      6             1.3
clkbuf   1            0.22
a31oi    1            0.37
xnor2    4             2.1
and2     5             1.8
a32oi    1            0.51
dfxtp    7             8.2
mux2i   11             6.4
a211oi   1            0.44
nand2   12             2.8
a21o     2            0.88
o22ai    1            0.37
edfxtp  32              56
ha       7             5.1
a21oi   12             3.7
buf      4             1.2
nor3     1            0.59
o21ai   10             2.9
nand4    1            0.37
and2b    1            0.44
nor2    17             3.9
[per-stage QoR]
step                      std cells  setup WS [ns]
after floorplan                 137          0.876
after global placement          206          0.271
after detailed placement        206          0.256
after CTS                       214        0.00356
after global routing            214         0.0155
final                           214          0.155
[report_power, final]
part           internal, mW  switching, mW
Combinational        0.0585         0.0462
Clock                 0.187          0.191
Sequential            0.690        0.00965
Total                 0.935          0.247
